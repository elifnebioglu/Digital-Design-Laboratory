$ cat flow/run.sh
#!/bin/bash
# OpenROAD 26Q1-2900-gdf79404cd8, Yosys 0.63+post, stock flow scripts
make -C /OpenROAD-flow-scripts/flow DESIGN_CONFIG=/design/flow/config.mk WORK_HOME=/design/flow/orfs finish
$ cat flow/config.mk
export PLATFORM = sky130hd
export DESIGN_NAME = bellekv3
export DESIGN_NICKNAME = bellekv3
export VERILOG_FILES = /design/flow/design.v
export SDC_FILE = /design/flow/constraint.sdc
export NUM_CORES = 4
export LEC_CHECK = 1
export CORE_UTILIZATION = 30
$ cat flow/constraint.sdc
current_design bellekv3

set clk_period 12.4
set clk_io_pct 0.2

create_clock -name clk0 -period $clk_period [get_ports {clk}]

set non_clock_inputs [all_inputs -no_clocks]
set_input_delay [expr $clk_period * $clk_io_pct] -clock clk0 $non_clock_inputs
set_output_delay [expr $clk_period * $clk_io_pct] -clock clk0 [all_outputs]
$ cat flow/design.v
`timescale 1ns / 1ps
module bellekv3(
   output reg[31:0] q,
   input [31:0] d,
   input [7:0] a,
   input we, 
   input clk,
   input ke);
   reg [31:0] mem [255:0];
   always@(posedge clk)
   begin
   if(ke)
   begin
        mem[255]=d;
   end
   else
   begin
   if(we)
   begin
        mem[a]=d^mem[255];
   end
   else
   begin
        q=mem[a]^mem[255];
   end
   end
   end
endmodule
==> run_results.csv <==
group,metric,value,unit
setup_path,cp-end-kind,"flip-flop",
logic_synthesis,ys_ff,8224,
run_status,failed_checks,"capacitance limit, slew limit",
logic_synthesis,edf_count,8224,
global_route,grt_pass1_vias,202000,
sta,period_used_share,67.9,%
global_route,groute.usage.overall,27.2,%
sta,maxSlewViolCount,10,
finish,areaGrowthSynthToFinish,17.1,%
place,portBuffers,74,
floorplan,die_w,1010,um
global_route,grt_pass1_wl,1760000,um
drt,wl_per_cell,39.8,um
place,place_congestion,1.10,
place,post_dp_cell_area,334000,um^2
floorplan,dieArea,1030000,um^2
finish,fill_cells,94100,
sta,fmax,119,MHz
power,vdd_ir_drop_max,0.000178,V
sta,tightest_slew,1630,ps
drt,drcViolationCount,0,
setup_path,path_class,"primary input to flip-flop",
logic_synthesis,most_common_cell,"edfxtp_1",
setup_path,r2r_end,"q[28]",
global_route,grt-ovfl-total,0,
drt,wl,1330000,um
clock_tree,htreeDepth,6,
logic_synthesis,synth_warnings,2,
sta,fin_setup_tns,0,ps
logic_synthesis,synth-async-reset-ratio,0,%
place,dp_hpwl,868000,um
finish,drive_gt1_share,15.5,%
global_route,antenna_found_initial,154,
clock_tree,worstSkewPairLatency,1270,ps
clock_tree,cts_tree,"built",
drt,viasPerCell,5.93,
min_path,hp-class,"flip-flop to flip-flop",
floorplan,top_level_ports,75,
floorplan,initial_core_util,30.1,%
logic_synthesis,yosysUniqueCellTypes,85,
logic_synthesis,yosysTopAreaCellShare,80.5,%
clock_tree,post_cts_resized,0,
floorplan,core_area,1020000,um^2
setup_path,start_kind,"primary input",
sta,setup_viol,0,
setup_path,arrival,9360,ps
logic_synthesis,ys_cells,18000,
logic_synthesis,syn_area_per_cell,17.1,um^2
min_path,hp-start,"mem[0][31]",
sta,clock-skew-final,101,ps
floorplan,row_count,371,
logic_synthesis,synth-main-ff-cell,"edfxtp_1",
drt,postRouteAntennaNets,0,
logic_synthesis,yosysChipArea,307000,um^2
setup_path,reg2reg_slack,7240,ps
logic_synthesis,synthCells,18000,
clock_tree,path_clk_slew,70,ps
drt,via_count,198000,
run_status,status,"finished, violations left",
run,max_cap_violations,4,
logic_synthesis,yosys-top-cells-count,"8224 x edfxtp_1, 2102 x nand3_1, 2066 x a22oi_1",
sta,hold_viol,0,
setup_path,crit_fanout,52,
logic_synthesis,yosysSeqAreaShare,80.5,%
logic_synthesis,synth_area,307000,um^2
clock_tree,cts-root-buf,"clkbuf_16",
run,warnings,52,
finish,fin_area,359000,um^2
sta,min_period,8420,ps
sta,maxSlewHeadroom,-9.87,%
clock_tree,cts_hold_buf,0,
clock_tree,clock-sinks,8224,
setup_path,r2r_cells,9,
floorplan,chipHeight,1010,um
setup_path,worstPathRequired,13340,ps
drt,detail_route.first_pass.iterations,10,
power,p_leak,110,nW
logic_synthesis,yosysTopAreaCell,"edfxtp_1",
power,power_density,169,nW/um^2
clock_tree,cts_buffers,771,
setup_path,r2r-start,"mem[255][28]",
finish,final_cells,33400,
place,placed_cells,31800,
drt,drt-initial-drc-count,19000,
sta,rsz0062_at_grt,"false",
min_path,hold-path-cell-count,2,
global_route,grt_max_degree,142,
logic_synthesis,area_leaders,"edfxtp_1 80%, a22oi_1 5.1%, nand3_1 3.4%, nand4_1 1.5%, a22o_1 0.85%",
clock_tree,clockBufferDepth,4,
clock_tree,post_cts_buffers,0,
min_path,holdPathEnd,"q[31]",
==> flip-flops by register name (all words and copies together) (netlist names) <==
register  cells
mem        8192
q            32
==> cell families (layout without fill, tap and decap cells) <==
group | Yosys count | after routing | synth area share [%]
mux | 1 | 1 | 0.00326
buf+inv | 1317 | 2906 | 1.88
other cells | 0 | 236 | 0
flops | 8224 | 8224 | 80.5
compound gates | 3907 | 3907 | 9.57
simple gates | 4437 | 4437 | 7.80
xor+xnor | 99 | 99 | 0.283
==> layout by cell type (no fill, tap or decap), types with 235 or more instances in the layout <==
cell type	instances
a21oi_1	237
a222oi_1	240
a22o_1	298
a22oi_1	2066
and3_1	279
buf_4	1379
clkbuf_16	777
diode_2	236
edfxtp_1	8224
nand2_1	280
nand3_1	2102
nand4_1	738
nor2_1	235
o22ai_1	286
==> worst max-delay path by stage <==
| stage | start | endpoint | cells past startpoint | slack (ps) |
|---|---|---|---|---|
| CTS | a[2] | q[23] | 15 | 4670 |
| finish | a[2] | q[28] | 11 | 3980 |
| global route | a[2] | q[28] | 13 | 4390 |
==> power by group <==
group	leakage (nW)	switching [mW]	internal (mW)	total, mW
combinational	23.5	4.09	0.625	4.71
sequential	74.7	0.303	32.8	33.1
clock	11.8	10.6	12.5	23.0
==> routing by layer <==
metal  share of wire [%]  global-route usage, %
met5                 1.2                   13.5
met2                  41                   35.6
met3                  22                   27.5
met4                 8.6                   18.0
met1                  27                   24.0
==> layout make-up <==
cell class	count	area [um^2]	share of cell area [%]
sequential	8224	247000	68.7
multi-input combinational	8444	58500	16.3
clock buffer	949	20100	5.59
tap	13600	17000	4.74
timing repair buffer	1493	11900	3.31
clock inverter	460	4160	1.16
antenna	236	591	0.164
inverter	4	15.0	0.00418
==> worst max-delay path, stage by stage <==
cell	delay [ps]
buf_4	380
buf_4	690
nand4bb_4	380
buf_4	610
buf_12	430
o22ai_1	150
or4_1	470
nor3_1	1080
nand4_1	1550
o32a_1	780
xor2_1	160
==> through the flow <==
| step | util (%) | hold slack, ps | worst slack (ps) | total power, mW |
|---|---|---|---|---|
| floorplan | - | 590 | 1840 | 35.8 |
| global placement | 32.8 | 604 | 2630 | 38.1 |
| detailed placement | 32.8 | 617 | 3410 | 38.2 |
| CTS | 35.2 | 586 | 4670 | 60.7 |
| global route | 35.2 | 631 | 4390 | 62.0 |
| finish | 35.2 | 599 | 3980 | 60.9 |
No activity file was given, so power comes from the tool's default toggle rates.
