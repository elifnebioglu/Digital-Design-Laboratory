`./run.sh`:
```
#!/bin/bash
# OpenROAD 26Q1-2900-gdf79404cd8, Yosys 0.63+post, stock flow scripts
make -C /OpenROAD-flow-scripts/flow DESIGN_CONFIG=/design/flow/config.mk WORK_HOME=/design/flow/orfs finish
```
`./config.mk`:
```
export PLATFORM = sky130hd
export DESIGN_NAME = bellekv1
export DESIGN_NICKNAME = bellekv1
export VERILOG_FILES = /design/flow/design.v
export SDC_FILE = /design/flow/constraint.sdc
export NUM_CORES = 4
export LEC_CHECK = 1
export CORE_UTILIZATION = 40
```
`./constraint.sdc`:
```
current_design bellekv1

set clk_period 20.8
set clk_io_pct 0.2

create_clock -name clk0 -period $clk_period [get_ports {clk}]

set non_clock_inputs [all_inputs -no_clocks]
set_input_delay [expr $clk_period * $clk_io_pct] -clock clk0 $non_clock_inputs
set_output_delay [expr $clk_period * $clk_io_pct] -clock clk0 [all_outputs]
```
`./design.v`:
```
`timescale 1ns / 1ps
module bellekv1(
   output reg[31:0] q,
   input [31:0] d,
   input [7:0] a,
   input we, 
   input clk);
   reg [31:0] mem [255:0];
   integer i;
   initial begin
    for(i=0;i<256;i=i+1)
    begin
        mem[i]=32'b0;
    end
   end
   always @(posedge clk)
   begin
   if(we)
   begin
        mem[a]=d;
   end
   else
   begin
        q=mem[a];
   end
   end
endmodule
```
==> impl_metrics.ini <==
; yosys + openroad results
[synth]
syn_inst = 16590
edf_count = 8224
synthFlopType = edfxtp_1
ys_seq_share_pct = 81.97
syn_area_um2 = 301300
ys_warn_count = 2
synthArstFlopShare_pct = 0
ys.flops = 8224
ys_area_um2 = 301300
ys_types = 92
syn_area_per_cell_um2 = 18.16
yosys-top-cells-count = edfxtp_1, a22oi_1, clkbuf_1
topCellsByArea = edfxtp_1, a22oi_1, a22o_1, clkbuf_1, a221oi_1
synth_top_cell_by_area = edfxtp_1
yosys.area.top_type_share_pct = 81.97
synth.most_common_cell = edfxtp_1
synth_stat.cells = 16590

[die]
die_w_um = 869.9
row_count = 318
io_pins = 74
core_area_um2 = 750000
dieArea_um2 = 756700
fp_util_pct = 40.17
die_height_um = 869.9

[route]
drt_first_pass_iters = 13
drc = 0
drtAntennaViolNets = 0
routedWlPerCell_um = 66.68
dr.first_iter.drc_count = 26410
route.vias.total = 217500
routed_wl_mm = 1988
vias_per_cell = 7.295

[power_and_ir_drop]
p_sw_share_pct = 26.92
clockPowerShare_pct = 37.7
p_int_uw = 29100
p_sw_uw = 10720
pwr_density_cell_nw_per_um2 = 110.8
ir_drop_uv = 123.6
power_frac_seq_pct = 52.6
combPwrFrac_pct = 9.7
p_leak_uw = 0.1133

[cts]
cts_hold_buffers = 0
root_buffer = clkbuf_16
cts_tree = yes
post-cts-setup-buffers = 0
cts_buffer_depth = 4
clock_sinks = 8224
cts_resized = 0
htreeDepth = 6
clkTransAtPathRegs_ns = 0.07
cts_made_buffers = 834
clk_latency_ns = 1.31

[setup_path]
critPathSlowestCell = nor4_1
max_stage_delay_ns = 0.96
endpoint_kind = flop
ff2ff_setup_slack_ns = 15.87
cp_data_arrival_time_ns = 11.58
critPathBufInv = 10
worst-setup-path-type = primary input to flop
required_ns = 21.78
path_max_fanout = 38
cp_cell_sequence = buf_4 -> buf_4 -> buf_4 -> buf_4 -> or4b_4 -> buf_4 -> buf_4 -> nor2_4 -> buf_4 -> a22oi_1 -> nand2_1 -> nor4_2 -> buf_4 -> buf_6 -> buf_6 -> nand4_1 -> nor4_1 -> a31oi_1
critPathTopFamily = buffers and inverters
crit_top_cell = buf_4
critPathLaunchType = primary input

[final_timing]
drv_slew = 34
final_hold_viol_count = 0
fmax_ghz = 0.09435
fin_crit_sh_pct = 50.96
setup_tns_ns = 0
finalSetupViolCount = 0
rsz0062_at_grt = no
skew_ns = 0.1062
fin_crit_ns = 10.60
relSlewSlack_pct = -26.23
tightest_slew_ns = 1.879

[global_routing]
grt_start_max_net_pins = 107
grt_pass1_wl_mm = 2435
grt_pass1_vias = 207100
grt_overflow = 0
grtUsageTotal_pct = 57.05
antenna_found_initial = 376

[final_layout]
drive_above_1_share_pct = 20.21
syn_to_final_growth_pct = 19.25
layout.cells.non_filler = 29810

[placement]
gp_congestion = 1.158
io_buffers = 73
placed_cells_incl_taps = 27470
dp_hpwl_mm = 1380

[job]
warnings = 40
maxCapViolCount = 9

[run_status]
outcome = complete, but fails checks
violations = max-capacitance violations, max-slew violations

[min_path]
hp-class = flop to flop
## layout make-up
class,count,area [um2]
fill,61470,390700
sequential,8224,247000
multi-input combinational,7236,54760
clock buffer,1031,21740
timing repair buffer,2078,16400
tap,9920,12410
clock inverter,494,4942
antenna,817,2044
inverter,10,38.79
## path summary, 6_finish.rpt
| path | startpoint | endpoint | cells past startpoint |
|---|---|---|---|
| worst max register to register | mem[181][19] | q[19] | 8 |
| worst min-delay path | mem[0][30] | q[30] | 1 |
| worst max-delay path | a[3] | q[14] | 18 |
| worst min register to register | mem[0][30] | q[30] | 1 |
## stage by stage
stage               power, uW  cell area (um2)  worst slack, ns  hold WS [ns]  utilization [%]
detailed placement      24700           330500            9.479        0.5567            44.07
finish                  39820           359300            10.20        0.5825            47.90
floorplan               21870           301300            8.494        0.5158                -
global route            40180           358700            10.59        0.6222            47.82
global placement        24680           330200            6.132        0.5514            44.02
CTS                     39310           357200            10.73        0.5827            47.63
## per-layer routing
metal | part of all wire [%] | vias up | GRT usage, %
met2 | 38 | 26610 | 65.74
met3 | 23 | 7006 | 58.10
met5 | 1.7 | - | 41.48
li1 | - | 75330 | -
met1 | 27 | 107900 | 55.47
met4 | 10 | 666 | 42.86
## kinds of logic (layout without fill, tap and decap cells)
group	Yosys count	after routing	share of synthesized area, %
DFF	8224	8224	81.97
xor gates and xnor gates	5	5	0.01454
and+or+nand+nor	2162	2162	3.746
AOI/OAI and AO/OA	5035	5035	12.64
other	0	817	0
buffers and inverters	1134	3613	1.524
muxes	34	34	0.1150
## power groups by stage
| stage | registers (uW) | clock network [uW] | logic (uW) |
|---|---|---|---|
| CTS | 20900 | 14900 | 3470 |
| finish | 20900 | 15000 | 3860 |
| global route | 21100 | 15500 | 3590 |
## state kept, by name (all words and copies together), names as in the netlist
register  count
mem        8192
q            32
## cell usage in the layout (no fill, tap or decap), drive strengths merged, types with 319 or more instances in the layout
cell and instances:
a22oi 2812, edfxtp 8224, a21oi 319, diode 817, a22o 442, clkinv 398
clkbuf 1032, buf 2045, nand2 486, nor2 385, o22ai 349
## worst reg2reg max path: stages, from the launching register on
cell and delay [ns]:
edfxtp_1 0.38, a32oi_1 0.40, o22ai_1 0.31, or4_1 0.85
nor4_2 1.47, buf_4 0.30, nand4_1 0.13, nor3_1 0.59
a31oi_1 0.18
Power and IR drop assume default switching activity.
